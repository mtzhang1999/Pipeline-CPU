$ cat ./config.mk
export PLATFORM = sky130hd
export DESIGN_NAME = UART_Control
export DESIGN_NICKNAME = UART_Control
export VERILOG_FILES = /design/flow/design.v
export SDC_FILE = /design/flow/constraint.sdc
export NUM_CORES = 4
export LEC_CHECK = 1
export CORE_UTILIZATION = 50
$ cat ./constraint.sdc
current_design UART_Control

set clk_period 5.3
set clk_io_pct 0.2

create_clock -name clk0 -period $clk_period [get_ports {clk}]

set non_clock_inputs [all_inputs -no_clocks]
set_input_delay [expr $clk_period * $clk_io_pct] -clock clk0 $non_clock_inputs
set_output_delay [expr $clk_period * $clk_io_pct] -clock clk0 [all_outputs]
$ cat ./design.v
`timescale 1ns / 1ps
module UART_Control(
         clk, en, mode, RAM_id, Rx_Serial, data_to_send,
         Address, on_received, recv_data, Tx_Serial,
         IM_Done, DM_Done
       );
parameter CLKS_PER_BIT = 16'd10417;   
parameter IM_SIZE_BIT = 8;
parameter DM_SIZE_BIT = 8;
parameter MAX_SIZE_BIT = 8;
input clk;
input en;
input mode;
input RAM_id;
input Rx_Serial;
input [31:0] data_to_send;
output reg [MAX_SIZE_BIT - 1 : 0] Address;
output reg on_received;
output reg [31:0] recv_data;
output Tx_Serial;
output reg IM_Done;
output reg DM_Done;
wire Rx_DV;
wire [7:0] Rx_Byte;
uart_rx #(.CLKS_PER_BIT(CLKS_PER_BIT)) uart_rx_inst
        (.i_Clock(clk),
         .i_Rx_Serial(Rx_Serial),
         .o_Rx_DV(Rx_DV),
         .o_Rx_Byte(Rx_Byte)
        );
reg Tx_DV;
reg [7:0] Tx_Byte;
wire Tx_Active;
wire Tx_Done;
uart_tx #(.CLKS_PER_BIT(CLKS_PER_BIT)) uart_tx_inst
        (.i_Clock(clk),
         .i_Tx_DV(Tx_DV),
         .i_Tx_Byte(Tx_Byte),
         .o_Tx_Active(Tx_Active),
         .o_Tx_Serial(Tx_Serial),
         .o_Tx_Done(Tx_Done)
        );
wire im_receiving = RAM_id == 0 && ~IM_Done;
wire dm_receiving = RAM_id == 1 && ~DM_Done;
reg [IM_SIZE_BIT - 1: 0] im_addr;
reg [DM_SIZE_BIT - 1: 0] dm_addr;
reg [1:0] byte_cnt;
reg [23:0] word_buf;
reg [31:0] cntByteTime;
reg ready;
always @ (posedge clk)
  begin
    if (~en)
      begin
        im_addr <= 0;
        dm_addr <= 0;
        IM_Done <= 0;
        DM_Done <= 0;
        on_received <= 0;
        recv_data <= 32'd0;
        byte_cnt <= 2'd0;
        word_buf <= 24'd0;
        cntByteTime <= 32'd0;
        ready <= 0;
        Tx_DV <= 0;
        Tx_Byte <= 8'd0;
      end
    else
      begin
        if (mode == 0)
          begin
            if (Rx_DV && (im_receiving || dm_receiving))
              begin
                if (byte_cnt == 2'd3)
                  begin
                    byte_cnt <= 2'd0;
                    on_received <= 1;
                    recv_data <= {Rx_Byte, word_buf[23:0]};
                    Address <= RAM_id == 0 ? im_addr : dm_addr;
                    if (im_addr == 2 ** IM_SIZE_BIT - 1)
                      IM_Done <= 1;
                    else if (im_receiving)
                      im_addr <= im_addr + 1;
                    if (dm_addr == 2 ** DM_SIZE_BIT - 1)
                      DM_Done <= 1;
                    else if (dm_receiving)
                      dm_addr <= dm_addr + 1;
                  end
                else
                  begin
                    byte_cnt <= byte_cnt + 1;
                    if (byte_cnt == 2'd0)
                      word_buf[7:0] <= Rx_Byte;
                    else if (byte_cnt == 2'd1)
                      word_buf[15:8] <= Rx_Byte;
                    else if (byte_cnt == 2'd2)
                      word_buf[23:16] <= Rx_Byte;
                    else
                      ;
                    on_received <= 0;
                  end
              end
            else
              on_received <= 0;
          end
        else
          begin
            if (~ready)
              begin
                Address <= 0;
                dm_addr <= 0;
                DM_Done <= 0;
                byte_cnt <= 2'd0;
                ready <= 1;
              end
            else
              begin
                if (cntByteTime == CLKS_PER_BIT * 20 && ~DM_Done)
                  begin   
                    cntByteTime <= 32'd0;
                    Tx_DV <= 1'b1;
                    Tx_Byte <=
                            byte_cnt == 2'd0 ? data_to_send[7:0] :
                            byte_cnt == 2'd1 ? data_to_send[15:8] :
                            byte_cnt == 2'd2 ? data_to_send[23:16] :
                            data_to_send[31:24];
                    if (byte_cnt == 2'd3)
                      begin
                        byte_cnt <= 2'd0;
                        if (dm_addr < 2 ** DM_SIZE_BIT - 1)
                          begin
                            Address <= dm_addr + 1;
                            dm_addr <= dm_addr + 1;
                          end
                        DM_Done <= dm_addr == 2 ** DM_SIZE_BIT - 1;
                      end
                    else
                      byte_cnt <= byte_cnt + 1;
                  end
                else
                  begin
                    cntByteTime <= cntByteTime + 1;
                    Tx_DV <= 0;
                  end
              end
          end
      end
  end
endmodule
`timescale 1ns / 1ps
module uart_rx 
  #(parameter CLKS_PER_BIT = 10417)
  (
   input        i_Clock,         
   input        i_Rx_Serial,
   output       o_Rx_DV,
   output [7:0] o_Rx_Byte
   );
  parameter s_IDLE         = 3'b000;
  parameter s_RX_START_BIT = 3'b001;
  parameter s_RX_DATA_BITS = 3'b010;
  parameter s_RX_STOP_BIT  = 3'b011;
  parameter s_CLEANUP      = 3'b100;
  reg           r_Rx_Data_R = 1'b1;
  reg           r_Rx_Data   = 1'b1;
  reg [15:0]     r_Clock_Count = 0;
  reg [2:0]     r_Bit_Index   = 0;  
  reg [7:0]     r_Rx_Byte     = 0;
  reg           r_Rx_DV       = 0;
  reg [2:0]     r_SM_Main     = 0;
  always @(posedge i_Clock)
    begin
      r_Rx_Data_R <= i_Rx_Serial;
      r_Rx_Data   <= r_Rx_Data_R;
    end
  always @(posedge i_Clock)
    begin
      case (r_SM_Main)
        s_IDLE :
          begin
            r_Rx_DV       <= 1'b0;
            r_Clock_Count <= 0;
            r_Bit_Index   <= 0;
            if (r_Rx_Data == 1'b0)           
              r_SM_Main <= s_RX_START_BIT;
            else
              r_SM_Main <= s_IDLE;
          end
        s_RX_START_BIT :
          begin
            if (r_Clock_Count == (CLKS_PER_BIT-1)/2)
              begin
                if (r_Rx_Data == 1'b0)
                  begin
                    r_Clock_Count <= 0;   
                    r_SM_Main     <= s_RX_DATA_BITS;
                  end
                else
                  r_SM_Main <= s_IDLE;
              end
            else
              begin
                r_Clock_Count <= r_Clock_Count + 1;
                r_SM_Main     <= s_RX_START_BIT;
              end
          end  
        s_RX_DATA_BITS :
          begin
            if (r_Clock_Count < CLKS_PER_BIT-1)
              begin
                r_Clock_Count <= r_Clock_Count + 1;
                r_SM_Main     <= s_RX_DATA_BITS;
              end
            else
              begin
                r_Clock_Count          <= 0;
                r_Rx_Byte[r_Bit_Index] <= r_Rx_Data;
                if (r_Bit_Index < 7)
                  begin
                    r_Bit_Index <= r_Bit_Index + 1;
                    r_SM_Main   <= s_RX_DATA_BITS;
                  end
                else
                  begin
                    r_Bit_Index <= 0;
                    r_SM_Main   <= s_RX_STOP_BIT;
                  end
              end
          end  
        s_RX_STOP_BIT :
          begin
            if (r_Clock_Count < CLKS_PER_BIT-1)
              begin
                r_Clock_Count <= r_Clock_Count + 1;
                r_SM_Main     <= s_RX_STOP_BIT;
              end
            else
              begin
                r_Rx_DV       <= 1'b1;
                r_Clock_Count <= 0;
                r_SM_Main     <= s_CLEANUP;
              end
          end  
        s_CLEANUP :
          begin
            r_SM_Main <= s_IDLE;
            r_Rx_DV   <= 1'b0;
          end
        default :
          r_SM_Main <= s_IDLE;
      endcase
    end   
  assign o_Rx_DV   = r_Rx_DV;
  assign o_Rx_Byte = r_Rx_Byte;
endmodule  
`timescale 1ns / 1ps
module uart_tx 
  #(parameter CLKS_PER_BIT = 10417)
  (
   input       i_Clock,
   input       i_Tx_DV,
   input [7:0] i_Tx_Byte, 
   output      o_Tx_Active,
   output reg  o_Tx_Serial,
   output      o_Tx_Done
   );
  parameter s_IDLE         = 3'b000;
  parameter s_TX_START_BIT = 3'b001;
  parameter s_TX_DATA_BITS = 3'b010;
  parameter s_TX_STOP_BIT  = 3'b011;
  parameter s_CLEANUP      = 3'b100;
  reg [2:0]    r_SM_Main     = 0;
  reg [15:0]    r_Clock_Count = 0;
  reg [2:0]    r_Bit_Index   = 0;
  reg [7:0]    r_Tx_Data     = 0;
  reg          r_Tx_Done     = 0;
  reg          r_Tx_Active   = 0;
  always @(posedge i_Clock)
    begin
      case (r_SM_Main)
        s_IDLE :
          begin
            o_Tx_Serial   <= 1'b1;          
            r_Tx_Done     <= 1'b0;
            r_Clock_Count <= 0;
            r_Bit_Index   <= 0;
            if (i_Tx_DV == 1'b1)
              begin
                r_Tx_Active <= 1'b1;
                r_Tx_Data   <= i_Tx_Byte;
                r_SM_Main   <= s_TX_START_BIT;
              end
            else
              r_SM_Main <= s_IDLE;
          end  
        s_TX_START_BIT :
          begin
            o_Tx_Serial <= 1'b0;
            if (r_Clock_Count < CLKS_PER_BIT-1)
              begin
                r_Clock_Count <= r_Clock_Count + 1;
                r_SM_Main     <= s_TX_START_BIT;
              end
            else
              begin
                r_Clock_Count <= 0;
                r_SM_Main     <= s_TX_DATA_BITS;
              end
          end  
        s_TX_DATA_BITS :
          begin
            o_Tx_Serial <= r_Tx_Data[r_Bit_Index];
            if (r_Clock_Count < CLKS_PER_BIT-1)
              begin
                r_Clock_Count <= r_Clock_Count + 1;
                r_SM_Main     <= s_TX_DATA_BITS;
              end
            else
              begin
                r_Clock_Count <= 0;
                if (r_Bit_Index < 7)
                  begin
                    r_Bit_Index <= r_Bit_Index + 1;
                    r_SM_Main   <= s_TX_DATA_BITS;
                  end
                else
                  begin
                    r_Bit_Index <= 0;
                    r_SM_Main   <= s_TX_STOP_BIT;
                  end
              end
          end  
        s_TX_STOP_BIT :
          begin
            o_Tx_Serial <= 1'b1;
            if (r_Clock_Count < CLKS_PER_BIT-1)
              begin
                r_Clock_Count <= r_Clock_Count + 1;
                r_SM_Main     <= s_TX_STOP_BIT;
              end
            else
              begin
                r_Tx_Done     <= 1'b1;
                r_Clock_Count <= 0;
                r_SM_Main     <= s_CLEANUP;
                r_Tx_Active   <= 1'b0;
              end
          end  
        s_CLEANUP :
          begin
            r_Tx_Done <= 1'b1;
            r_SM_Main <= s_IDLE;
          end
        default :
          r_SM_Main <= s_IDLE;
      endcase
    end
  assign o_Tx_Active = r_Tx_Active;
  assign o_Tx_Done   = r_Tx_Done;
endmodule
$ cat ./run.sh
#!/bin/bash
# OpenROAD 26Q1-2900-gdf79404cd8, Yosys 0.63+post, stock flow scripts
make -C /OpenROAD-flow-scripts/flow DESIGN_CONFIG=/design/flow/config.mk WORK_HOME=/design/flow/orfs finish
==> ci_impl_report.md <==
## PnR job results

| Metric | Value |
|---|---|
| Compound-gate portion of the synthesized area | `11.6%` |
| Final Hold Viols | `0` |
| Max-slew violations | `0` |
| H-tree levels | `4` |
| GRT Util Overall | `21.0%` |
| Stage-log warning count | `34` |
| Final period util | `between 70 and 80%` |
| Avg Vias per Cell | `5.34` |
| DP Area | `9920 µm²` |
| CP top delay family | `simple AND/OR/NAND/NOR gates` |
| Cells along the critical path | `clkdlybuf4s50_1 > nand2_1 > nor3_1 > nand4_1 > or3_1 > a21oi_1` |
| Core area | `around 17,000 µm²` |
| Area leader share | `28.3%` |
| Top_reg_cell synth | `dfxtp_1` |
| Sink Count | `around 190` |
| Chip area | `18,500 µm²` |
| Critical Path AT | `4260 ps` |
| Critical path buffers and inverters | `1` |
| Largest net degree at the start of global routing | `62` |
| Worst-path clk slew | `70 ps` |
| Yosys warnings | `3` |
| Netlist Area Pre-Place | `8970 µm²` |
| Post-route setup TNS | `0 ps` |
| Max-Slew Margin vs Limit | `40.0%` |
| DP Wirelength | `between 10 and 15 mm` |
| Layout Skew | `10.2 ps` |
| Yosys Instances | `937` |
| Antenna viol nets, final | `0` |
| CTS Buffer Depth | `2` |
| Simple-gate share of the synthesized area | `21.5%` |
| Finished Cell Area | `10,500 µm²` |
| Post-synth ARST share | `0%` |
| EDFF count, synth | `64` |
| Gp weighted congestion | `between 0.8 and 0.9` |
| Maxcap violations | `0` |
| # setup viols final | `0` |
| Worst Tran Pin Value | `894 ps` |
| Die Height | `136 µm` |
| Yosys adder share | `2.23%` |
| Detailed Route Iter0 Violations | `303` |
| DR vias | `6,633` |
| Main logic family after synthesis | `simple AND/OR/NAND/NOR gates` |
| Global-route wire length before repair | `a little under 30 mm` |
| Synth unique cells | `60` |
| Setup slack after placement | `991 ps` |
| Hold/Removal Path Class | `reg2reg` |
| Synth-to-layout area growth | `16.8%` |
| XOR Share, Synth | `6.35%` |
| Vias in the first global route | `between 6,000 and 7,000` |
| CTS Hold Bufs | `0` |
| Yosys chip area | `8970 µm²` |
| Setup CP Type | `in2reg` |
| Drt drc | `0` |
| Max Freq | `between 0.2 and 0.3 GHz` |
| Pwr dens | `~290 nW/µm²` |
| Die Width | `136 µm` |
| Post-Syn Instances | `937` |
| Io pins | `81` |
| Synth mux share | `5.15%` |
| Global route overflow | `0` |
| # Post-CTS Setup Buffers | `0` |
| Critical Path Fanout Max | `23` |
| CTS buffer count | `17` |
| Routed WL | `17.9 mm` |
| Antenna Cells | `0` |
| Post-synth regs | `191` |
| Port-buffer cells | `around 80` |
| Crit start category | `input pin` |
| Status | `complete, no violations` |
| Row count | `approximately 48` |
| Period minus WS final | `roughly 3900 ps` |
| Post-CTS resize count | `0` |
| Min Hold Slack | `333 ps` |
| Drt first pass iters | `4` |
| Pleak | `3.78 nW` |
| RSZ-0062 raised after global routing | `no` |
| FP Core Util | `51.5%` |
| Final worst slack | `1390 ps` |
| Top cells by area | `dfxtp_1 28%, edfxtp_1 21%, nand2_1 5.7%, nor2_1 4.1%, mux2i_1 4.0%` |
| CTS Root Cell | `clkbuf_16` |
| Crit. End Element | `flip-flop` |
| IR drop worst, VDD | `0.000220 V` |
| Crit-path slowest cell | `clkdlybuf4s50_1` |
| CP peak stage delay | `950 ps` |
| Share of layout cells above drive strength 1 | `5.91%` |
| CTS tree | `yes` |
| Initial antenna violation count | `0` |
| Syn avg cell area | `9.57 µm²` |
| Synth area leader | `dfxtp_1` |
| DR WL/cell | `14.4 µm` |
| Insertion Delay late pin | `roughly 420 ps` |
| WP data required | `around 5700 ps` |
| Seq share, synth | `between 40% and 50%` |
[power breakdown]
group | switching, mW | internal, mW | leakage, nW
sequential | 0.0450 | 1.56 | 1.69
combinational | 0.0974 | 0.103 | 1.83
clock | 0.577 | 0.618 | 0.269
[layout make-up]
type	count	area [µm²]
inverter	25	93.8
clock inverter	14	120
sequential	191	4460
tap	225	282
clock buffer	18	429
fill	1451	6940
multi-input combinational	678	4210
timing repair buffer	90	871
[through the flow]
stage / utilization (%) / power [mW] / std cells
2_1_floorplan: - / 1.76 / 938
3_3_place_gp: 57.0 / 1.83 / 1209
3_5_place_dp: 57.0 / 1.84 / 1209
4_1_cts: 60.1 / 3.03 / 1241
5_1_grt: 60.1 / 3.12 / 1241
6_report: 60.1 / 3.00 / 1241
[worst reg2reg max path, delay by kind of cell (launching register included)]
kind	cells	cell delay [ps]
compound gates	2	370
flops	1	330
simple gates	4	1700
buf+inv	1	90
fa+ha+maj	1	140
[flip-flops by register name, indices dropped and copies added (netlist names), 2 cells and up]
signal                      flops
Address                         8
Tx_Byte                         8
byte_cnt                        2
cntByteTime                    32
dm_addr                         8
im_addr                         8
recv_data                      32
uart_rx_inst.r_Bit_Index        3
uart_rx_inst.r_Clock_Count     16
uart_rx_inst.r_Rx_Byte          8
uart_rx_inst.r_SM_Main          3
uart_tx_inst.r_Bit_Index        3
uart_tx_inst.r_Clock_Count     16
uart_tx_inst.r_SM_Main          3
uart_tx_inst.r_Tx_Data          8
word_buf                       24
[routing by layer]
layer	vias up	global-route usage, %	wire length (µm)
met5	-	0	0
met3	21	3.12	629
li1	3395	-	-
met1	3114	32.9	8630
met2	103	33.0	8240
met4	0	3.70	352
[placed cells by master, fill, tap and decap left out, types with 8 or more instances in the layout]
cell type and instances:
xor2_1 33, nand2_1 136, ha_1 16, o21ai_0 31, a21oi_1 25, and2_1 14
inv_1 25, nand4_1 12, o211ai_1 11, o22ai_1 9, nor2b_1 24, buf_4 10
and4_1 9, dfxtp_1 127, clkbuf_16 17, or3_1 14, o211a_1 8, edfxtp_1 64
xnor2_1 32, clkdlybuf4s50_1 79, mux2i_1 36, nand3_1 38, nor3_1 10, nor2_1 99
a21boi_0 47, and3_1 15
[cell families after synthesis]
| kind of cell | count (synthesis) |
|---|---|
| compound gates | 152 |
| xor+xnor | 65 |
| fa+ha+maj | 16 |
| buf+inv | 69 |
| flops | 191 |
| mux | 43 |
| other cells | 1 |
| simple gates | 400 |
[cell usage after synthesis (4+ instances only)]
cell and instances:
o211ai_1 11, xor2_1 33, a21boi_0 47, nand2_1 136, nor4_1 5, nor3_1 10
or3_1 14, mux2_2 5, dfxtp_1 127, ha_1 16, a211oi_1 5, nor2_1 99
mux2i_1 36, and2_1 14, nor2b_1 24, edfxtp_1 64, xnor2_1 32, o211a_1 8
nand3b_1 5, clkbuf_1 33, and4_1 9, a21oi_1 25, buf_2 4, o21ai_0 32
nand4_1 12, and3_1 15, nand3_1 38, inv_1 25, o22ai_1 9
[path summary, 6_finish.rpt]
path	startpoint	end	slack [ps]	cells past startpoint
worst min-delay path	uart_rx_inst.r_Rx_Data_R	uart_rx_inst.r_Rx_Data	330	0
worst max-delay path	mode	cntByteTime[31]	1390	6
worst min register to register	uart_rx_inst.r_Rx_Data_R	uart_rx_inst.r_Rx_Data	330	0
worst max register to register	cntByteTime[0]	dm_addr[0]	2610	8
Power is estimated from default activity; no workload was simulated.
