==> /design/flow/config.mk <==
export PLATFORM = sky130hd
export DESIGN_NAME = RegisterFile
export DESIGN_NICKNAME = RegisterFile
export VERILOG_FILES = /design/flow/design.v
export SDC_FILE = /design/flow/constraint.sdc
export NUM_CORES = 4
export LEC_CHECK = 1
export CORE_UTILIZATION = 50
==> /design/flow/constraint.sdc <==
current_design RegisterFile

set clk_period 10.3
set clk_io_pct 0.2

create_clock -name clk0 -period $clk_period [get_ports {clk}]

set non_clock_inputs [all_inputs -no_clocks]
set_input_delay [expr $clk_period * $clk_io_pct] -clock clk0 $non_clock_inputs
set_output_delay [expr $clk_period * $clk_io_pct] -clock clk0 [all_outputs]
==> /design/flow/design.v <==
`timescale 1ns / 1ps
module RegisterFile(reset, clk, RegWrite, Read_register1, Read_register2, Write_register, Write_data, Read_data1, Read_data2);
	input reset;
	input clk;
	input RegWrite;
	input [4:0] Read_register1;
	input [4:0] Read_register2; 
	input [4:0] Write_register;
	input [31:0] Write_data;
	output [31:0] Read_data1;
	output [31:0] Read_data2;
	reg [31:0] RF_data[31:1];
	assign Read_data1 = (Read_register1 == 5'b00000)? 32'h00000000: RF_data[Read_register1];
	assign Read_data2 = (Read_register2 == 5'b00000)? 32'h00000000: RF_data[Read_register2];
	integer i;
	always @(posedge reset or posedge clk) begin
		if (reset) begin
			for (i = 1; i < 32; i = i + 1) begin
				RF_data[i] <= 32'h00000000;
			end
		end else if (RegWrite && (Write_register != 5'b00000)) begin
			RF_data[Write_register] <= Write_data;
		end
	end
endmodule
==> /design/flow/run.sh <==
#!/bin/bash
# OpenROAD 26Q1-2900-gdf79404cd8, Yosys 0.63+post, stock flow scripts
make -C /OpenROAD-flow-scripts/flow DESIGN_CONFIG=/design/flow/config.mk WORK_HOME=/design/flow/orfs finish
==> flow_summary.toml <==
# synthesis and place-and-route metrics
[run_status]
outcome = "finished clean"

[route]
drt-vias-per-instance = 7.66
route.detailed.drc = 0
drt_iter0_drc = 5880
antenna_left = 0
finalWirelength_um = 236000
routedWlPerCell_um = 42.6
first_pass_iters = 10
num_vias = 42500

[final_timing]
rsz0062_at_grt = "false"
tightestPinTransition_ps = 1090
max_slew_margin_pct = 27.4
setup_viol = 0
final_hold_viol_count = 0
period_minus_slack_ps = 8440
clock_skew_ps = 0
fmax_mhz = 119
period_used_pct = 81.9
setup_slack_ps = 1860
slew_violations = 0

[layout]
reg_top3 = "RF_data: 992 flops"
fillers = 7890
finish.utilization_pct = 57.9
largest_reg_flops = 992
area_growth_pct = 14.1
comb_area_mm2 = 0.0231
regMostFlops = "RF_data"
final_layout_size_suffix_gt1_share_pct = 34.8
seq_area_mm2 = 0.0248

[synthesis]
syn_area_mm2 = 0.0493
top_cell_area_share_pct = 50.4
syn_area_per_cell_um2 = 11.9
synth-edff-count = 0
yosys-top-cells-area = "dfrtp_1 50%, mux2_2 22%, a22oi_1 12%"
synth_area_leader_cell = "dfrtp_1"
synth_flops = 992
yosysChipArea_mm2 = 0.0493
async_reset_ff_share_pct = 100
synth_cells = 4154
ff_type = "dfrtp_1"
yosys_warnings = 2
yosys.cell_types.count = 56
ys_seq_share_pct = 50.4
ys_cells = 4154

[grt]
grt_pass1_wl_um = 327000
grt.overflow.total = 0
antenna_found_initial = 11
grt_max_degree = 118
grt_pass1_vias = 41400
track_usage_pct = 50.1

[worst_setup_path]
critPathKind = "in -> out"
arrival_ps = 6380
critPathMaxFanout = 33
slowest_delay_ps = 760
path_cells = "buf_4 > buf_4 > nand3b_1 > nor2_4 > buf_4 > a22oi_1 > nand4_1 > a2111oi_0 > a21oi_1 > clkdlybuf4s50_1"
critPathSlowestCell = "nor2_4"
cp.required_ps = 8240
path_common_cell = "buf_4"
endpoint_kind = "primary output"
crit_path_start_kind = "primary input"
crit_family = "buffers and inverters"
cp_num_buf_inv = 4

[floorplan]
initial_utilization_pct = 50.7
ios = 114
dieWidth_um = 316
row_count = 114
coreArea_mm2 = 0.0971
dieArea_mm2 = 0.0998
die_h_um = 316

[power]
p_per_area_mw_per_mm2 = 198
ir_drop_uv = 163
p_leak_nw = 24.3

[flow_run]
maxCapViolCount = 0
warnings = 42

[clock_tree]
clockBufferDepth = 3
cts_setup_buffers = 0
holdBufCountCts = 0
cts-buffers-inserted = 108
clock_sinks = 992
clock_latency_ps = 700
cts.clk_slew.worst_paths_ps = 60
clockRootBuffer = "clkbuf_16"
htreeDepth = 3
cts_tree = "yes"
postCtsResizedCells = 0

[placed_design]
dpl.hpwl_um = 138000
pre_cts_ws_ps = 2210
port_buffers = 113
gp_congestion = 1.04

[worst_hold_path]
hold_class = "reg -> reg"
## cells in the mapped netlist, types with 43 or more instances
master	n
dfrtp_1	992
mux2_2	979
a22oi_1	798
buf_2	236
nand2_1	172
a21oi_1	169
clkbuf_1	150
nor2_1	121
nand4_1	113
nand3_1	59
nor3_1	55
a222oi_1	43
## final timing paths
check	start	endpoint	slack [ps]	cells past startpoint
min in group asynchronous	reset	RF_data[1][0]	1910	3
max	Read_register2[0]	Read_data2[9]	1860	10
max reg2reg	RF_data[17][24]	RF_data[17][24]	9420	1
min	RF_data[12][8]	RF_data[12][8]	530	1
min reg2reg	RF_data[12][8]	RF_data[12][8]	530	1
max in group asynchronous	reset	RF_data[29][12]	6430	5
## area by class of cell
class,instances,share of cell area (%)
antenna,12,0.0534
clock inverter,57,1.38
sequential,992,44.2
clock buffer,144,5.55
tap,1276,2.84
inverter,4,0.0334
timing repair buffer,318,4.99
multi-input combinational,2738,41.0
## logic make-up (layout without fill, tap and decap cells)
| family | Yosys count | after routing | synth area share, % |
|---|---|---|---|
| AOI/OAI and AO/OA | 1100 | 1100 | 16.2 |
| buffers and inverters | 424 | 523 | 4.02 |
| DFF | 992 | 992 | 50.4 |
| muxes | 1004 | 1004 | 22.9 |
| other | 0 | 12 | 0 |
| and+or+nand+nor | 634 | 634 | 6.56 |
## per-stage QoR
| stage | TNS [ps] | instances | power, mW | hold slack, ps | instance area [um^2] |
|---|---|---|---|---|---|
| after floorplan | -5382920 | 4154 | 6.14 | 482 | 49300 |
| after global placement | 0 | 5328 | 6.84 | 509 | 52300 |
| after detailed placement | 0 | 5328 | 6.86 | 517 | 52300 |
| after CTS | 0 | 5529 | 11.1 | 530 | 56200 |
| after global routing | 0 | 5529 | 11.5 | 539 | 56200 |
| final | 0 | 5541 | 11.1 | 528 | 56200 |
## per-layer routing
layer / routed length, um / up-vias / global-route usage, %
li1: - / 16000 / -
met1: 82500 / 21100 / 65.3
met2: 92800 / 4053 / 64.1
met3: 42200 / 1288 / 33.2
met4: 18000 / 29 / 26.3
met5: 347 / - / 1.66
## power by group
| part | switching, mW | total, mW | leakage, nW | internal, mW |
|---|---|---|---|---|
| logic | 0.681 | 1.48 | 9.70 | 0.799 |
| clock network | 1.70 | 4.26 | 1.91 | 2.55 |
| registers | 0.747 | 5.40 | 12.7 | 4.65 |
| total | 3.13 | 11.1 | 24.3 | 8.00 |
## layout by cell type, fill, tap and decap left out, types with 8 or more instances in the layout
cell / netlist / final
nand2b_1: 11 / 11
diode_2: 0 / 12
a222oi_1: 43 / 43
a22oi_1: 798 / 798
a22o_1: 14 / 14
clkbuf_8: 0 / 22
nor4_1: 20 / 20
nor2b_1: 8 / 8
nand2_1: 172 / 158
a221oi_1: 20 / 20
mux2_1: 14 / 14
a31oi_1: 17 / 17
o21ai_0: 13 / 13
and3_1: 10 / 9
nand3b_1: 9 / 9
buf_4: 15 / 196
dfrtp_1: 992 / 992
nor3_1: 55 / 52
nor2_4: 4 / 69
clkinvlp_4: 0 / 10
nand3_1: 59 / 56
clkbuf_1: 150 / 11
a21oi_1: 169 / 169
mux2i_1: 11 / 11
nand2_2: 1 / 12
clkinv_2: 0 / 25
a2111oi_0: 8 / 8
bufinv_16: 0 / 17
nand4_1: 113 / 113
nor2_1: 121 / 70
clkdlybuf4s50_1: 0 / 111
mux2_2: 979 / 979
buf_12: 0 / 11
clkbuf_16: 0 / 111
Power is estimated from default activity; no workload was simulated.
