**flow/run.sh**
```bash
#!/bin/bash
# OpenROAD 26Q1-2900-gdf79404cd8, Yosys 0.63+post, stock flow scripts
make -C /OpenROAD-flow-scripts/flow DESIGN_CONFIG=/design/flow/config.mk WORK_HOME=/design/flow/orfs finish
```
**flow/design.v**
```verilog
`timescale 1ns / 1ps
module InsMemory(clk, reset,
                Address, Write_data, Mem_data, MemWrite
    );
    input reset;
    input clk;
    input [31:0] Address;
    input [31:0] Write_data;
    input MemWrite;
    output [31:0] Mem_data;
    parameter RAM_SIZE = 256;
    parameter RAM_SIZE_BIT = 8;
	parameter RAM_INST_SIZE = 32;
    reg [31:0] RAM_data[RAM_SIZE - 1:0];
    assign Mem_data = RAM_data[Address[RAM_SIZE_BIT + 1:2]];
    integer i;
    always @(posedge reset or posedge clk) begin
        if(reset) begin
            for (i = RAM_INST_SIZE; i < RAM_SIZE; i = i + 1)
				RAM_data[i] <= 32'h00000000;
        end
            else if(MemWrite) begin
                RAM_data[Address[RAM_SIZE_BIT + 1:2]] <= Write_data;
            end
    end
endmodule
```
**flow/config.mk**
```make
export PLATFORM = sky130hd
export DESIGN_NAME = InsMemory
export DESIGN_NICKNAME = InsMemory
export VERILOG_FILES = /design/flow/design.v
export SDC_FILE = /design/flow/constraint.sdc
export NUM_CORES = 4
export LEC_CHECK = 1
export CORE_UTILIZATION = 30
```
**flow/constraint.sdc**
```tcl
current_design InsMemory

set clk_period 9.3
set clk_io_pct 0.2

create_clock -name clk0 -period $clk_period [get_ports {clk}]

set non_clock_inputs [all_inputs -no_clocks]
set_input_delay [expr $clk_period * $clk_io_pct] -clock clk0 $non_clock_inputs
set_output_delay [expr $clk_period * $clk_io_pct] -clock clk0 [all_outputs]
```
==> CHANGELOG.md <==
### Implementation results

* Post-CTS Hold Buffers at 0
* Final Hold Vio Count at 0
* Most frequent logic cell in the layout: dfrtp_1
* Hold Startpoint: RAM_data[79][26]
* Core Util, Final at 34.55%
* Cts bufs inserted at about 860
* Initial DRC count at 18236
* Max Slew Vio Count at 0
* LEAKAGE at ~190 nW
* WHS Endpoint: RAM_data[79][26]
* Wire length per cell at 32.07 microns
* Yosys chip area at 351400 sq um
* Crit path max fanout at between 40 and 50
* Max reg flops at between 8000 and 9000
* Grt met1 use at 27.00%
* Worst-case reg-to-reg path depth at 1
* Met3 usage at between 10% and 20%
* CTS tree: yes
* DRT antenna net count at 0
* DIE HEIGHT at 1084 microns
* RR Startpoint: RAM_data[116][30]
* First-pass DRT Iterations at 9
* Dpl hpwl at between 800000 and 900000 microns
* Most used routing layer: met2
* Comb area at ~130000 sq um
* Layout cells sized above 1 at 39.98%
* Inst Count DP at 39558
* Relative slew slack at 6.656%
* Post-synth regs at around 8000
* Distinct cells, synth at 67
* Sequential Area at 210100 sq um
* Late-Pin Clk Latency at 1.15 ns
* Synth-to-layout area growth at 14.83%
* GPL Wtd Cong at 0.9923
* Post-Syn Instances at 25248
* Layout Cells excl Fill at 41296
* Power Total at between 0.07 and 0.08 W
* Worst slew pin tran at ~1.4 ns
* Reg clk slew, reported paths at 0.06 ns
* Clk root buf: clkbuf_16
* Hold path depth at 1
* # Max-Cap Violations at 0
* Post-synth top flop: dfrtp_1
* Setup TNS at -0.06065 ns
* Tcrit/Tclk final at 100.4%
* Violated checks: negative setup slack
* Post-synth EDFFs at 1024
* Reg-to-reg slack, setup at 8.23 ns
* FMAX at 0.1071 GHz
* Grt total ovfl at 0
* GRT met2 Usage at 32.17%
* Hold Crit Class: reg2reg
* Die width at 1084 microns
* Min Tclk post-route at 9.339 ns
* CTS H-tree depth at 6
* Clock sink count at 8192
* Overall Global Routing Usage at 23.07%
* Rows at 397
* Final worst setup slack at -0.03924 ns
* Clock buffer depth at 5
* # setup viols final at 2
* First-pass GRT wire length at 1861000 microns
* Worst Path Required at 7.44 ns
* Fillers at 109380
* Post-Route WL at 1324000 microns
* Top Registers: RAM_data: 8192 flops
* Peak VDD IR at 0.0001610 V
* Initial antenna violation count at approximately 130
* Count of tool warnings at slightly below 200
* Residual DRC at 0
* Largest net degree at the start of global routing at 134
* Final Skew at 0 ns
* Arr. time, crit path at 7.48 ns
* Reg-to-reg endpoint: RAM_data[116][30]
* Ports at 99
* Run status: complete, but fails checks
* Vias per cell at 5.644
* Number of port buffers at 74
* Post-CTS repair timing setup buffer count at 0
* Most flops, register: RAM_data
* Die area at 1176000 sq um
* Ys cells at 25248
* Power density over cell area at about 190 nW/um^2
* Critical Path Start Type: input port
* Syn Area/Cell at 13.92 sq um
* Post-synth ARST share at 87.50%
* CP Capture Type: output port
* Vias at between 200k and 250k
* Mapped cell area at 351400 sq um
* Register area share after synthesis at 59.80%
* Fp util at a little under a third
* Core outline area at 1168000 sq um
* YS warnings at 2
* Setup CP Type: in2out
* Vias in the first global route at 239947
* Unrepaired setup endpoints after global routing: no
* Most numerous logic cells after layout: dfrtp_1, mux2_2, a22oi_1
==> kinds of logic after synthesis <==
logic type	count (synthesis)	synth area share [%]
muxes	7187	23.02
and+or+nand+nor	2686	4.210
xor gates and xnor gates	4	0.009972
AOI/OAI and AO/OA	4489	9.872
DFF	8192	59.80
buffers and inverters	2690	3.087
==> through the flow <==
| stage | area [sq um] | hold WS [ns] | worst slack, ns |
|---|---|---|---|
| floorplan | 351400 | 0.4640 | -112.96 |
| global placement | 376000 | 0.4732 | 0.008492 |
| detailed placement | 376000 | 0.4816 | -0.04203 |
| CTS | 403100 | 0.4946 | 0.08356 |
| global route | 403100 | 0.4998 | 0.07652 |
| finish | 403500 | 0.4901 | -0.03924 |
==> what timing repair did <==
action	CTS	global route
setup endpoints to repair	3	2
pin swaps	0	0
hold endpoints to repair	0	0
gates resized	1	2
==> report_power, final <==
part	switching, W	internal, W
Clock	0.0143	0.0192
Combinational	0.00287	0.00160
Sequential	0.000712	0.0377
Total	0.0179	0.0586
==> layer usage <==
| metal | routed length, microns | part of all wire [%] |
|---|---|---|
| met5 | 2992 | 0.23 |
| met4 | 95440 | 7.2 |
| met3 | 193400 | 15 |
| met2 | 563500 | 43 |
| met1 | 468900 | 35 |
==> worst max-delay path: stages <==
cell and delay, ns:
buf_4 0.49, or4b_2 1.10, a21oi_1 0.05, a2111oi_0 0.81, nand4_1 0.18, or4_2 0.73
or2_2 0.45, buf_4 0.32, a41oi_2 0.61, buf_12 0.22, clkdlybuf4s50_1 0.46
==> Yosys cell counts (141+ instances only) <==
| library cell | count | area, sq um |
|---|---|---|
| nand4_1 | 317 | 1983 |
| a2111oi_0 | 178 | 1559 |
| a32oi_1 | 351 | 3074 |
| buf_2 | 351 | 1757 |
| a21oi_1 | 244 | 1221 |
| o22ai_1 | 329 | 2058 |
| nor3_1 | 141 | 705.7 |
| a221oi_1 | 206 | 1804 |
| nand3_1 | 444 | 2222 |
| mux2_2 | 7079 | 79720 |
| clkbuf_1 | 1645 | 6175 |
| dfrtp_1 | 7168 | 179400 |
| and3_1 | 579 | 3622 |
| a22oi_1 | 2274 | 17070 |
| buf_1 | 636 | 2387 |
| edfxtp_1 | 1024 | 30750 |
| a22o_1 | 514 | 4502 |
| nand2_1 | 485 | 1821 |
| nor2_1 | 248 | 930.9 |
| nor4_1 | 260 | 1627 |
==> layout make-up <==
class	count	area share, %
multi-input cells	14366	32.99
well taps	15561	4.825
diodes	172	0.1067
clock buffers	1323	6.203
inverters	4	0.004651
clock inverters	242	0.5126
flip-flops and latches	8192	52.07
repair buffers	1436	3.284
==> how the worst max path moves through the flow <==
stage           from      endpoint  slack (ns)  depth (start not counted)
5_1_grt   Address[6]   Mem_data[7]        0.08                         15
4_1_cts   Address[9]   Mem_data[2]        0.08                         13
6_report  Address[9]  Mem_data[24]       -0.04                         11
Power is estimated from default activity; no workload was simulated.
